**config.mk**
```make
export PLATFORM = sky130hd
export DESIGN_NAME = adder
export DESIGN_NICKNAME = adder
export VERILOG_FILES = /design/flow/design.v
export SDC_FILE = /design/flow/constraint.sdc
export NUM_CORES = 4
export LEC_CHECK = 1
export CORE_AREA = 10 10 85 85
export DIE_AREA = 0 0 95 95
```
**constraint.sdc**
```tcl
current_design adder

set clk_period 14.5
set clk_io_pct 0.2

create_clock -name clk0 -period $clk_period

set non_clock_inputs [all_inputs -no_clocks]
set_input_delay [expr $clk_period * $clk_io_pct] -clock clk0 $non_clock_inputs
set_output_delay [expr $clk_period * $clk_io_pct] -clock clk0 [all_outputs]
```
**design.v**
```verilog
package alu_pkg;
    typedef enum logic[3:0] { 
        ADD, 
        SUB, 
        MULT, 
        BITAND, 
        BITOR, 
        BITXOR, 
        FUNCLSL, 
        FUNCLSR, 
        FUNCRL, 
        FUNCRR
    } alu_op_t;
endpackage
interface dut_if(input clk, rst);
    logic [31:0] A, B;
    logic [31:0] data;
    logic valid, ready;
    modport port_in (input clk, rst, A, B, valid, output ready);
    modport port_out (input clk, rst, output valid, data, ready);
endinterface
module adder(   input logic [31:0] A, B, 
                output logic [31:0] OUT );
    assign OUT = A + B;
endmodule: adder
```
**run.sh**
```bash
#!/bin/bash
# OpenROAD 26Q1-2900-gdf79404cd8, Yosys 0.63+post, stock flow scripts
make -C /OpenROAD-flow-scripts/flow DESIGN_CONFIG=/design/flow/config.mk WORK_HOME=/design/flow/orfs finish
```
==> impl_metrics.toml <==
# synthesis and place-and-route metrics
[logic_synthesis]
yosys_warnings = 0
syn_area_mm2 = 0.00174
synth.distinct_cells = 50
synth.area.top_cells = "ha_1, a21oi_1, a21o_1"
yosysTopAreaCellShare = 0.222
ys_cells = 241
yosysSeqAreaShare = 0
top_area_cell = "ha_1"
syn_area_per_cell_um2 = 7.24
yosys.cell_count.top_type = "ha_1"
ys_chip_area_mm2 = 0.00174
syn_inst = 241
ys_top_cells_by_count = "ha_1, a21oi_1, a21o_1"

[status]
status = "completed"

[placement]
globalplace.congestion = 0.924
place_hpwl_um = 5120
port_buffers = 96

[floorplan]
ioPinCount = 96
die_h_um = 95
die_w_um = 95
dieArea_mm2 = 0.00903
core-area_mm2 = 0.00547
num_rows = 27
initial_core_util = 0.319

[final_timing]
max_freq_mhz = 114
min_period_ns = 8.74
setup_viol = 0
finalCritPeriodShare = 0.603
slew_viol_final = 0
setup_tns_ns = 0
tightestPinTransition_ns = 0.561
rsz0062_at_grt = "false"
hold_viol = 0
slew_headroom = 0.616

[cts]
cts-resized-gates = 0
cts_setup_buffers = 0
postCtsHoldBufs = 0

[pwr]
power.density_mw_per_mm2 = 48.3
intPower_uw = 80.2
clkPwrFrac = 0
p_comb_frac = 1.000
p_sw_frac = 0.396
power_uw = 133
p_seq_frac = 0
p_switching_uw = 52.6
vdd_drop_max_mv = 0.0192
p_leak_uw = 0.00118

[final_layout]
clock_buffers = 0
drive_above_1_share = 0.0307
n_fill_cell = 552
design.seq.count = 0
mi_logic_area_mm2 = 0.00168
area_growth_pct = 57.7
regArea_um2 = 0

[detailed_routing]
num_antenna_cells = 0
via_per_inst = 5.20
vias = 2069
first_pass_iters = 4
route.detailed.drc = 0
antenna_left = 0
drt_iter0_markers = 52
wirelength_um = 5790
wl_per_cell_um = 14.5

[setup_path]
end_kind = "primary output"
cp.required_ns = 11.60
cp.arrival_ns = 5.84
path_class = "input pin to primary output"
start_kind = "input pin"
cp_max_fo = 4

[hold_path]
holdCritPathClass = "input pin to primary output"

[grt]
grtUsageTotal = 0.125
antenna_found_initial = 0
grt_pass1_vias = 1999
grt_max_degree = 11
grt.overflow.total = 0
grt_pass1_wl_um = 9560

[job]
cap_violations = 0
log.warning_count = 32
power by group through the flow:
| stage | Combinational (uW) | Sequential (uW) | Clock [uW] |
|---|---|---|---|
| 4_1_cts | 135 | 0 | 0 |
| 6_report | 133 | 0 | 0 |
| 5_1_grt | 148 | 0 | 0 |
path summary, 6_finish.rpt:
check                 start  endpoint  slack, ns  depth (start not counted)
worst min-delay path   B[0]    OUT[0]       6.83                          3
worst max-delay path   A[0]   OUT[26]       5.76                         11
worst max-delay path: stages:
cell and delay, ns:
clkdlybuf4s50_1 0.40, ha_1 0.24, fa_1 0.40, a21o_1 0.22, a31o_2 0.28, nand3_1 0.09
o221ai_1 0.23, a311oi_1 0.34, o21bai_1 0.11, xor2_1 0.13, clkdlybuf4s50_1 0.50
logic make-up after synthesis:
family / synth area share
xor+xnor: 0.141
fa+ha+maj: 0.234
buf+inv: 0.0380
mux: 0.0115
compound gates: 0.393
simple gates: 0.183
through the flow:
step	utilization	std cells	hold WS (ns)	setup WS (ns)	instance area, um2
final	0.503	398	6.83	5.76	2750
after global routing	0.503	398	6.87	5.54	2750
after CTS	0.503	398	6.84	5.75	2750
after detailed placement	0.503	398	6.85	5.76	2750
after global placement	0.503	398	6.84	5.79	2750
after floorplan	-	241	5.87	6.87	1740
final cells by class:
cell class,instances,share of cell area
multi-input combinational,224,0.610
timing repair buffer,96,0.349
tap,72,0.0327
inverter,6,0.00819
routing by layer:
layer | up-vias | share of wire | track usage
met5 | - | 0 | 0
met4 | 0 | 0.0088 | 0.00998
met3 | 4 | 0.078 | 0.0248
met2 | 62 | 0.43 | 0.206
met1 | 906 | 0.48 | 0.171
li1 | 1097 | - | -
layout by cell type (no fill, tap or decap), drive strengths merged, types with 4 or more instances in the layout:
master / Yosys / final
nand2: 18 / 18
a21o: 19 / 19
xor2: 15 / 15
nand4: 8 / 8
o21ai: 15 / 15
ha: 31 / 31
xnor2: 13 / 13
nor2: 12 / 12
o21bai: 5 / 5
nor3: 4 / 4
a21oi: 29 / 29
inv: 6 / 6
clkdlybuf4s50: 0 / 96
nand3: 10 / 10
Power and IR drop assume default switching activity.
