==> ./design.v <==
package alu_pkg;
    typedef enum logic[3:0] { 
        ADD, 
        SUB, 
        MULT, 
        BITAND, 
        BITOR, 
        BITXOR, 
        FUNCLSL, 
        FUNCLSR, 
        FUNCRL, 
        FUNCRR
    } alu_op_t;
endpackage
interface dut_if(input clk, rst);
    logic [31:0] A, B;
    logic [31:0] data;
    logic valid, ready;
    modport port_in (input clk, rst, A, B, valid, output ready);
    modport port_out (input clk, rst, output valid, data, ready);
endinterface
module FA ( input  a,
            input  b,
            input  c_in,
            output c_out,
            output sum);
   assign sum = a ^ b ^ c_in;
   assign c_out = (a & b) | (b & c_in) | (a & c_in);
endmodule
module HA ( input  a,
            input  b,
            output c_out,
            output sum);
   assign sum = a ^ b;
   assign c_out = a & b;
endmodule
module RCA(output [21:0] sum, output cout, input [21:0] a, b);
  wire [21:1] c;
  genvar i;
  HA fa0(a[0], b[0], c[1], sum[0]);
  generate
    for ( i=1; i<21;i++) begin
        FA fa_i (a[i],b[i],c[i],c[i+1],sum[i]);
    end
  endgenerate
  FA fa21 (a[21],b[21],c[21],cout,sum[21]);
endmodule
==> ./run.sh <==
#!/bin/bash
# OpenROAD 26Q1-2900-gdf79404cd8, Yosys 0.63+post, stock flow scripts
make -C /OpenROAD-flow-scripts/flow DESIGN_CONFIG=/design/flow/config.mk WORK_HOME=/design/flow/orfs finish
==> ./config.mk <==
export PLATFORM = sky130hd
export DESIGN_NAME = RCA
export DESIGN_NICKNAME = RCA
export VERILOG_FILES = /design/flow/design.v
export SDC_FILE = /design/flow/constraint.sdc
export NUM_CORES = 4
export LEC_CHECK = 1
export CORE_AREA = 10 10 76 76
export DIE_AREA = 0 0 86 86
==> ./constraint.sdc <==
current_design RCA

set clk_period 6.5
set clk_io_pct 0.2

create_clock -name clk0 -period $clk_period

set non_clock_inputs [all_inputs -no_clocks]
set_input_delay [expr $clk_period * $clk_io_pct] -clock clk0 $non_clock_inputs
set_output_delay [expr $clk_period * $clk_io_pct] -clock clk0 [all_outputs]
==> flow_summary.json <==
{
  "status": "complete, but fails checks",
  "failed_checks": "setup timing",
  "die_w_um": 86,
  "start_kind": "primary input",
  "place_area_mm2": 0.00125,
  "grt_pass1_vias": 631,
  "warnings": 35,
  "fmax_mhz": 95.6,
  "finalSetupViolCount": 13,
  "drtAntennaViolNets": 0,
  "rsz0062_at_grt": "true",
  "irDropWorstVdd_uv": 27.4,
  "grtUsageTotal_pct": 5.30,
  "die_area_mm2": 0.00740,
  "period_minus_slack_ns": 10.46,
  "drv_cap": 0,
  "yosys.area.top_type_share_pct": 68.2,
  "slew_headroom_pct": 92.0,
  "p_leak_uw": 0.000440,
  "finalInstanceArea_mm2": 0.00119,
  "dp_hpwl_um": 2050,
  "post_route_cells_drive_above_1_share_pct": 42.6,
  "synth_area_per_cell_um2": 12.6,
  "synth_area_leader_cell": "fa_1",
  "antenna_found_initial": 0,
  "initCoreUtil_pct": 15.0,
  "ios": 67,
  "worstPathArrival_ns": 9.16,
  "postLayoutCoreUtil_pct": 28.9,
  "yosys-top-cells-count": "buf_4 (22), fa_1 (21), inv_1 (5)",
  "synth_cell_types": 4,
  "drt-total-wl_um": 2050,
  "drc": 0,
  "drt_iter0_drc": 0,
  "synthCells": 49,
  "slew_violations": 0,
  "cp_data_required_time_ns": 5.20,
  "area_leaders": "fa_1 (68%), buf_4 (27%), inv_1 (3.0%)",
  "core.rowCount": 23,
  "synth_seq_share_pct": 0,
  "ys_area_um2": 617,
  "clockBufferCount": 0,
  "synth_area_um2": 617,
  "crit_type": "in -> out",
  "flops": 0,
  "overflow": 0,
  "core_area_mm2": 0.00412,
  "via_per_inst": 3.43,
  "antennaDiodeCount": 0,
  "firstDrtPassIters": 1,
  "grt_max_degree": 2,
  "endpoint_kind": "output pin",
  "hp-class": "in -> out",
  "grt_pass1_wl_um": 3170,
  "ys_cells": 49,
  "fp.dieH_um": 86,
  "vias": 494,
  "power_density_mw_per_mm2": 83.4,
  "yosysWarnings": 0,
  "place_ws_ns": -4.69,
  "worst_pin_slew_ns": 0.120,
  "wl_per_cell_um": 14.3,
  "min_period_over_period_pct": 161,
  "regArea_um2": 0,
  "hold_buffers": 0,
  "cp_max_fo": 1,
  "gp_congestion": 0.776,
  "hold_viol_final": 0,
  "setup_ws_ns": -3.96,
  "numPortBuffers": 67,
  "syn2layout_area_growth_pct": 92.5,
  "synthMostInstantiatedCell": "buf_4"
}
[final cells by class]
type / instances / area [µm²]
multi-input combinational: 22 / 498
inverter: 5 / 18.8
tap: 50 / 62.6
timing repair buffer: 67 / 608
fill: 425 / 2930
[cell usage in the layout, fill, tap and decap left out]
master	synthesis	layout
buf_6	0	3
inv_2	0	2
clkdlybuf4s15_1	0	1
ha_4	0	1
fa_2	0	21
buf_2	0	13
dlygate4sd2_1	0	1
inv_1	5	3
clkdlybuf4s50_1	0	49
[report_power, final]
part           switching, µW  internal [µW]
clock                      0              0
combinational           29.7           69.3
sequential                 0              0
total                   29.7           69.3
[metal layers]
metal / GRT usage, % / wire length, µm / up-vias
li1: - / - / 211
met5: 0 / 0 / -
met1: 6.32 / 801 / 217
met2: 6.56 / 631 / 66
met3: 6.01 / 621 / 0
met4: 0 / 0 / 0
[critical path, stage by stage]
cell and delay [ns]:
buf_6 0.10, ha_4 0.15, fa_2 0.38, fa_2 0.35
fa_2 0.35, fa_2 0.35, fa_2 0.35, fa_2 0.35
fa_2 0.34, fa_2 0.35, fa_2 0.35, fa_2 0.36
fa_2 0.35, fa_2 0.34, fa_2 0.35, fa_2 0.35
fa_2 0.35, fa_2 0.35, fa_2 0.34, fa_2 0.35
fa_2 0.35, fa_2 0.34, inv_2 0.06, fa_2 0.43
inv_2 0.05, buf_2 0.08
[stage by stage]
stage	instances	setup TNS, ns	hold WS (ns)	total power, µW
6_report	144	-28.22	3.24	99.0
5_1_grt	144	-30.19	3.27	114
4_1_cts	144	-33.87	3.26	105
3_5_place_dp	144	-38.50	3.68	119
3_3_place_gp	144	-38.22	3.67	118
2_1_floorplan	49	-24.32	2.77	56.5
[worst paths after layout]
kind	slack (ns)	to	from	depth (start not counted)
worst max-delay path	-3.96	sum[21]	a[0]	26
worst min-delay path	3.24	sum[0]	b[0]	3
[cells by family (layout without fill, tap and decap cells)]
group / Yosys count / after routing / share of synthesized area (%)
adder cells (fa/ha/maj): 22 / 22 / 70.2
buffers and inverters: 27 / 72 / 29.8
[timing repair]
action,CTS,global route
hold endpoints to repair,0,0
pin swaps,22,22
buffers inserted,0,0
setup endpoints to repair,15,15
resized,59,1
Power and IR drop assume default switching activity.
